### flow/run.sh
#!/bin/bash
# OpenROAD 26Q1-2900-gdf79404cd8, Yosys 0.63+post, stock flow scripts
make -C /OpenROAD-flow-scripts/flow DESIGN_CONFIG=/design/flow/config.mk WORK_HOME=/design/flow/orfs finish
### flow/config.mk
export PLATFORM = sky130hd
export DESIGN_NAME = alu_4bit
export DESIGN_NICKNAME = alu_4bit
export VERILOG_FILES = /design/flow/design.v
export SDC_FILE = /design/flow/constraint.sdc
export NUM_CORES = 4
export LEC_CHECK = 1
export CORE_AREA = 10 10 70 70
export DIE_AREA = 0 0 80 80
### flow/constraint.sdc
current_design alu_4bit

set clk_period 5.1
set clk_io_pct 0.2

create_clock -name clk0 -period $clk_period

set non_clock_inputs [all_inputs -no_clocks]
set_input_delay [expr $clk_period * $clk_io_pct] -clock clk0 $non_clock_inputs
set_output_delay [expr $clk_period * $clk_io_pct] -clock clk0 [all_outputs]
### flow/design.v
module alu_4bit (
    input  [3:0] A, B,
    input  [2:0] sel,
    output reg [3:0] result,
    output reg carry
);
    always @(*) begin
        carry = 0;  
        case (sel)
            3'b000: {carry, result} = A + B;  
            3'b001: {carry, result} = A - B;  
            3'b010: result = A & B;           
            3'b011: result = A | B;           
            3'b100: result = A ^ B;           
            3'b101: result = ~A;              
            3'b110: {carry, result} = A + 4'b0001;  
            3'b111: {carry, result} = A - 4'b0001;  
            default: result = 4'b0000;
        endcase
    end
endmodule
==> results.yml <==
# synthesis and place-and-route metrics
critical_path:
  worstSetupPathType: "in -> out"
  cp_num_buf_inv: 3
  startpoint_type: "input pin"
  cp.required_ns: 4.08
  cp_max_fo: 12
  cp.arrival_ns: 3.59
  cpMaxStageDelayCell: "clkdlybuf4s50_1"
  cpPeakStageDelay_ns: 0.77
  cp_cell_sequence: "clkdlybuf4s50_1 > inv_2 > ha_1 > or3_1 > or3_1 > a22oi_1 > a21oi_1 > clkdlybuf4s50_1"
  crit_family: "buffers and inverters"
  end_kind: "primary output"
timing:
  fmax_ghz: 0.217
  fin_crit_sh_pct: 90.4
  tightestPinTransition_ns: 0.482
  grt_setup_unrepaired: "no"
  hold_viol: 0
  setup-violations-final: 0
  timing.setup.tns_ns: 0
  period_minus_slack_ns: 4.61
  max_slew_margin_pct: 67.8
  slew_viol_final: 0
global_route:
  grt_pass1_vias: 797
  grt_pass1_wl_um: 3660
  antenna_found_initial: 0
  grt_overflow: 0
  grt_max_degree: 15
  track_usage_pct: 6.77
flow_run:
  drv_cap: 0
  warnings: 43
detailed_routing:
  via_per_inst: 4.90
  postRouteAntennaNets: 0
  drt_iter0_markers: 43
  vias: 828
  wl_per_cell_um: 12.7
  wl_um: 2150
  wl_met3_um: 85
  drtPass1Iterations: 4
  wl_met1_um: 1030
  drc_errors: 0
  topRoutingLayerUsed: "met4"
  met2WireLength_um: 991
  diodes: 0
logic_synthesis:
  syn_inst: 110
  area_leaders: "ha_1, a21oi_1, inv_1, fa_1, a31oi_1"
  ys_types: 41
  adder_share_pct: 30.7
  synth.avg_cell_area_um2: 7.48
  yosys-stat-area_um2: 823
  ys_sh_xor_pct: 2.13
  top_area_cell: "ha_1"
  simple_gate_share_pct: 24.6
  top_area_share_pct: 25.8
  top_cell: "ha_1"
  ys_sh_aoi_pct: 28.4
  ys_seq_share_pct: 0
  syn_area_um2: 823
  common_cells: "ha_1, inv_1, a21oi_1"
  yosysCellCount: 110
  mux_share_pct: 3.80
  synthTopLogicFamily: "adder cells"
  yosys_warnings: 1
placement:
  dp_hpwl_um: 1800
  numPortBuffers: 16
  gp_congestion: 0.911
die:
  fp_util_pct: 24.1
  die_x_um: 80
  die_area_mm2: 0.00640
  io-pin-count: 16
  core_mm2: 0.00342
  row_count: 21
  dieHeight_um: 80
finish:
  syn2layout_area_growth_pct: 25.2
  flops: 0
  nClkBuffers: 0
  final_core_utilization_pct: 30.2
  register_area_um2: 0
  drive_above_1_share_pct: 8.13
clock_tree:
  post_cts_buffers: 0
  cts_resized: 0
  ctsHoldBuffers: 0
power_and_ir_drop:
  irDropWorstVdd_uv: 42.3
  pwr_density_cell_mw_per_mm2: 89.1
  power.leakage_nw: 0.445
  total_power_mw: 0.0919
min_path:
  hold_class: "in -> out"
status:
  status: "completed"
## cells in the final DEF, fill, tap and decap left out, drive strengths merged, types with 2 or more instances in the layout
cell type / synthesis / layout
clkdlybuf4s50: 0 / 16
a221o: 2 / 2
o21ai: 4 / 4
buf: 6 / 4
nor3b: 3 / 3
inv: 12 / 12
nor3: 5 / 5
a31oi: 5 / 5
mux2i: 2 / 2
nand2: 5 / 5
fa: 2 / 2
or3: 2 / 2
nor2: 7 / 7
a21o: 2 / 2
xnor2: 2 / 2
nand3b: 3 / 3
ha: 17 / 17
a21oi: 10 / 10
a211oi: 3 / 3
## report_power, final
part / internal [mW] / switching, mW
combinational: 0.0478 / 0.0441
sequential: 0 / 0
clock: 0 / 0
## per-stage QoR
stage / cell area (µm²) / setup WS [ns] / cells / hold WS [ns]
after floorplan: 823 / 1.54 / 110 / 2.23
after global placement: 1030 / 0.492 / 169 / 3.27
after detailed placement: 1030 / 0.494 / 169 / 3.28
after CTS: 1030 / 0.484 / 169 / 3.28
after global routing: 1030 / 0.316 / 169 / 3.36
final: 1030 / 0.488 / 169 / 3.25
## logic make-up (layout without fill, tap and decap cells)
family / after synthesis / in the layout
and+or+nand+nor: 33 / 33
xor gates and xnor gates: 2 / 2
muxes: 3 / 3
buffers and inverters: 19 / 32
AOI/OAI and AO/OA: 34 / 34
adders and majority gates: 19 / 19
## worst paths after layout
kind	from	cells after the start	endpoint	slack, ns
setup / recovery	sel[2]	8	result[2]	0.49
hold / removal	B[0]	6	result[0]	3.25
## final cells by class
type | count | area [µm²]
multi-input combinational | 91 | 738
inverter | 12 | 45.0
timing repair buffer | 20 | 190
tap | 46 | 57.6
fill | 386 | 2380
## routing by layer
metal / up-vias / GRT usage, %
li1: 428 / -
met1: 377 / 9.05
met2: 19 / 11.2
met3: 4 / 1.14
met4: 0 / 1.06
met5: - / 0
