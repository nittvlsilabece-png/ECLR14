$ cat /design/flow/config.mk
export PLATFORM = sky130hd
export DESIGN_NAME = asynchronous_counter
export DESIGN_NICKNAME = asynchronous_counter
export VERILOG_FILES = /design/flow/design.v
export SDC_FILE = /design/flow/constraint.sdc
export NUM_CORES = 4
export LEC_CHECK = 1
export CORE_AREA = 10 10 70 70
export DIE_AREA = 0 0 80 80
$ cat /design/flow/constraint.sdc
current_design asynchronous_counter

set clk_period 1.0
set clk_io_pct 0.2

create_clock -name clk0 -period $clk_period [get_ports {clk}]

set non_clock_inputs [all_inputs -no_clocks]
set_input_delay [expr $clk_period * $clk_io_pct] -clock clk0 $non_clock_inputs
set_output_delay [expr $clk_period * $clk_io_pct] -clock clk0 [all_outputs]
$ cat /design/flow/design.v
module JK_flipflop (
  input clk, rst_n,
  input j,k,
  output reg q, 
  output q_bar
  );
  always@(posedge clk or negedge rst_n) begin  
    if(!rst_n) q <= 0;
    else begin
      case({j,k})
        2'b00: q <= q;     
        2'b01: q <= 1'b0;  
        2'b10: q <= 1'b1;  
        2'b11: q <= ~q;    
      endcase
    end
  end
  assign q_bar = ~q;
endmodule
module asynchronous_counter #(parameter SIZE=4)(
  input clk, rst_n,
  input j, k,
  output [3:0] q, q_bar
);
  JK_flipflop jk1(clk, rst_n, j, k, q[0], q_bar[0]);
  JK_flipflop jk2(q[0], rst_n, j, k, q[1], q_bar[1]);
  JK_flipflop jk3(q[1], rst_n, j, k, q[2], q_bar[2]);
  JK_flipflop jk4(q[2], rst_n, j, k, q[3], q_bar[3]);
endmodule
$ cat /design/flow/run.sh
#!/bin/bash
# OpenROAD 26Q1-2900-gdf79404cd8, Yosys 0.63+post, stock flow scripts
make -C /OpenROAD-flow-scripts/flow DESIGN_CONFIG=/design/flow/config.mk WORK_HOME=/design/flow/orfs finish
==> deck_impl_summary.md <==
Key Metrics from the Run

Power and ir drop
  – Power density cells: 474 nW/µm²
  – Leakage: 0.000157 µW
  – Peak ir drop on the vdd network: 0.000168 V

Worst setup path
  – Cell-by-cell trace of the critical path: buf_4, inv_1, dlygate4sd2_1
  – End of the worst register-to-register path: jk1.q
  – Slowest cell on the critical path: dfrtp_1
  – Largest delay contributor family on the critical path: buffers and inverters
  – Kind of start point of the critical path: register
  – Buffers plus inverters on the worst setup path: 3
  – Critical Path RT: 0.80 ns
  – Launch point of the worst reg-to-reg path: jk1.q
  – Worst Reg2Reg Path Length in Cells: 4
  – Worst-path maximum fanout: 2
  – Endpoint class of the critical path: output port
  – Critical path data arrival time: 0.74 ns
  – Classification of the worst setup path: register to output port
  – Longest individual stage delay on the worst path: 0.37 ns
  – R2R setup slack: 0.10 ns

Timing
  – Worst Clk Skew: 0 ns
  – Worst-margin pin slew: 0.213 ns
  – Number of pins with negative max-slew slack in the final report: 0
  – Final hold slack: 0.425 ns
  – Final setup violation count: 0
  – Highest attainable clock frequency: 1060 MHz
  – Number of unconstrained endpoints: 9
  – Worst slew margin relative to its limit: 0.858
  – Minimum setup slack in the final design: 0.0569 ns
  – Count of unclocked register or latch pins: 3
  – Final period util: 0.943
  – Number of hold violations in the final report: 0
  – Period minus WS final: 0.943 ns
  – RSZ-0062 raised after global routing: no

Layout
  – Number of fill cells in the layout: 404
  – Sequential Area: 100 µm²
  – Number of non-filler instances in the completed layout: 77
  – Share of final-layout standard cells stronger than drive strength 1: 0.129
  – Comb. cell area: 35.0 µm²
  – Relative area change from synthesis to final layout: 65.5%

Logic synthesis
  – Count of mapped cells out of synthesis: 24
  – Seq share, synth: 0.476
  – Warning count from the yosys run: 1
  – Flops after synth: 4
  – Yosys synthesis chip area: 210 µm²
  – Number of cells in Yosys stat: 24
  – Number of library cell types mapped by synthesis: 5
  – Mapped Area: 210 µm²
  – Average instance area after synthesis: 8.76 µm²

Place
  – HPWL after detailed placement: 470 µm
  – Final Wtd Congestion: 0.772
  – Count of port buffers added during placement: 11
  – Number of cells in the design after placement: 76
  – Place WS: -0.0960 ns

Route
  – Post-DR wirelength/cell: 6.99 µm
  – DR vias: 155
  – Antenna diodes: 0
  – Post-detailed-route via-to-cell ratio: 2.01
  – Number of remaining DRC errors: 0
  – Number of search-and-repair iterations in the first detailed-routing pass: 3
  – Sum of routed wire length over all layers: 538 µm
  – Tally of nets with antenna violations remaining after routing: 0
  – Drt first-iter violations: 12

GRT
  – GR Overflow Total: 0
  – Vias in the first global route: 145
  – Global-route wire length before repair: 779 µm
  – Overall routing resource usage: 0.0155
  – Maximum number of pins on one net before global-route repair: 6
  – Initial antenna violation count: 0

Run status
  – Outcome: completed

Worst hold path
  – Min-delay worst type: input port to asynchronous set/reset pin

Die
  – Placement Rows: 21
  – Placeable Area: 3420 µm²
  – I/O pin count: 12
  – Die outline width: 80 µm
  – Fraction of the core area occupied by cells at floorplan: 0.0615
  – Total Die Area: 6400 µm²
  – Vertical die dimension: 80 µm

CTS
  – Clock latency of the later-clocked register in the worst-skew pair: 0 ns
  – Clock slew at the register clock pins of the worst setup and hold paths: 0 ns
  – Hold buffer count at cts: 0

Job
  – Number of OpenROAD warnings: 28
  – Count of max-cap constraint violations: 0
==> how the worst max path moves through the flow <==
stage	start	to	cells after the start
after CTS	j	jk1.q	3
after global routing	jk1.q	q_bar[0]	3
final	jk1.q	q_bar[0]	3
==> flip-flops by register name, summed over array words and instances, names as in the netlist <==
signal,count
jk1.q,1
jk2.q,1
jk3.q,1
jk4.q,1
==> where the power goes <==
group / total [µW] / switching [µW] / internal, µW / leakage (µW)
logic: 92.9 / 29.4 / 63.6 / 0.000111
registers: 71.9 / 10.5 / 61.4 / 0.0000453
clock network: 0 / 0 / 0 / 0
==> per-stage QoR <==
step	total power, µW	util	area [µm²]	setup TNS [ns]
6_report	165	0.102	348	0
5_1_grt	178	0.102	348	0
4_1_cts	169	0.101	345	0
3_5_place_dp	166	0.0996	340	-0.134
3_3_place_gp	167	0.0996	340	-0.133
2_1_floorplan	111	-	210	0
==> cell type report <==
type / count / area share
multi-input combinational: 8 / 0.101
inverter: 4 / 0.0432
sequential: 4 / 0.288
tap: 46 / 0.165
timing repair buffer: 15 / 0.403
==> synth_stat cells <==
cell type,instances,share of area
a21oi_1,4,0.095
buf_4,8,0.29
dfrtp_1,4,0.48
inv_1,4,0.071
nor2_1,4,0.071
==> what timing repair did <==
item	in CTS	in global routing
setup endpoints to repair	2	1
buffers inserted	1	0
resized	2	1
==> per-layer routing <==
metal  routed length, µm  part of all wire  track usage  vias to the layer above
met5                   0                 0            0                        -
met4                   0                 0            0                        0
met3                  86              0.16      0.00682                        0
met2                 128              0.24       0.0161                       11
met1                 324              0.60       0.0274                       66
li1                    -                 -            -                       78
==> worst reg2reg max path, cell delays in order, from the launching register on <==
cell and delay (ns):
dfrtp_1 0.37, buf_4 0.15, buf_4 0.13, nor2_1 0.08, a21oi_1 0.05
==> cell families after synthesis <==
group,count (synthesis),share of synthesized area
buffers and inverters,12,0.357
AOI/OAI and AO/OA,4,0.0952
and+or+nand+nor,4,0.0714
DFF,4,0.476
==> layout by cell type, fill, tap and decap left out <==
| cell type | count |
|---|---|
| nor2_1 | 4 |
| dlygate4sd2_1 | 2 |
| a21oi_1 | 4 |
| clkdlybuf4s50_1 | 8 |
| buf_4 | 4 |
| dlymetal6s2s_1 | 1 |
| dfrtp_1 | 4 |
| inv_1 | 4 |
Power is estimated from default activity; no workload was simulated.
