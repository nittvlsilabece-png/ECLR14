`design.v`:
```
module jk_ff (
    input clk, reset, j, k,
    output reg q
);
    always @(posedge clk or posedge reset) begin
        if (reset)
            q <= 0;
        else begin
            case ({j, k})
                2'b00: q <= q;       
                2'b01: q <= 0;       
                2'b10: q <= 1;       
                2'b11: q <= ~q;      
            endcase
        end
    end
endmodule
module sync_up_counter_jk (
    input clk, reset,
    output [3:0] q
);
    wire j0, k0, j1, k1, j2, k2, j3, k3;
    assign j0 = 1;  
    assign k0 = 1;
    assign j1 = q[0];  
    assign k1 = q[0];
    assign j2 = q[0] & q[1];  
    assign k2 = q[0] & q[1];
    assign j3 = q[0] & q[1] & q[2];  
    assign k3 = q[0] & q[1] & q[2];
    jk_ff ff0 (.clk(clk), .reset(reset), .j(j0), .k(k0), .q(q[0]));
    jk_ff ff1 (.clk(clk), .reset(reset), .j(j1), .k(k1), .q(q[1]));
    jk_ff ff2 (.clk(clk), .reset(reset), .j(j2), .k(k2), .q(q[2]));
    jk_ff ff3 (.clk(clk), .reset(reset), .j(j3), .k(k3), .q(q[3]));
endmodule
```
`run.sh`:
```
#!/bin/bash
# OpenROAD 26Q1-2900-gdf79404cd8, Yosys 0.63+post, stock flow scripts
make -C /OpenROAD-flow-scripts/flow DESIGN_CONFIG=/design/flow/config.mk WORK_HOME=/design/flow/orfs finish
```
`constraint.sdc`:
```
current_design sync_up_counter_jk

set clk_period 1.5
set clk_io_pct 0.2

create_clock -name clk0 -period $clk_period [get_ports {clk}]

set non_clock_inputs [all_inputs -no_clocks]
set_input_delay [expr $clk_period * $clk_io_pct] -clock clk0 $non_clock_inputs
set_output_delay [expr $clk_period * $clk_io_pct] -clock clk0 [all_outputs]
```
`config.mk`:
```
export PLATFORM = sky130hd
export DESIGN_NAME = sync_up_counter_jk
export DESIGN_NICKNAME = sync_up_counter_jk
export VERILOG_FILES = /design/flow/design.v
export SDC_FILE = /design/flow/constraint.sdc
export NUM_CORES = 4
export LEC_CHECK = 1
export CORE_AREA = 10 10 70 70
export DIE_AREA = 0 0 80 80
```
==> run_results.csv <==
group,metric,value,unit
global_routing,gr-usage-met3,0.0273,
synthesis,synth_seq_share,0.580,
setup_path,timing.critical_path.buf_inv,1,
clock_tree,cts_sinks,4,
clock_tree,clk_pin_slew,40,ps
route,drt_iter0_drc,4,
global_routing,gr-max-usage-layer,"met3",
global_routing,grt_pass1_wl,621,um
floorplanning,dieArea,6400,um^2
synthesis,ys_seq_elements,4,
synthesis,ys_chip_area,173,um^2
setup_path,start_kind,"flip-flop",
status,status,"complete, no violations",
power,ir_drop,121,uV
job,warnings,25,
floorplanning,fp_util,0.0505,
setup_path,crit_path_end_kind,"output pin",
route,drc_errors,0,
final_timing,setup_violations,0,
clock_tree,clock_path_buffers,2,
synthesis,largest_area_cell,"dfrtp_1",
floorplanning,ios,6,
final_timing,worst_pin_slew,153,ps
hold_path,hold_path.class,"input port to async pin",
setup_path,r2r_start,"ff0.q",
route,vias,118,
floorplanning,num_rows,21,
route,drt-total-wl,410,um
setup_path,path_class,"flip-flop to output pin",
setup_path,slowest_stage,"clkdlybuf4s50_1",
final_timing,fin_crit_sh,0.963,
global_routing,grt_max_degree,6,
synthesis,synthTopCellsByArea,"dfrtp_1, buf_4, xnor2_1, xor2_1, inv_1",
global_routing,met2_usage,0.00803,
setup_path,critical_path_cell_count,1,
power,p_leak,0.000124,uW
clock_tree,cts_tree,"yes",
synthesis,yosysUniqueCellTypes,7,
final_timing,timing_hold_violations_final,0,
global_routing,use_met1,0.0160,
cells_and_area,drive_gt1_frac,0.273,
route,drt-pass1-iter-count,2,
synthesis,yosys_cells,15,
place,gp_congestion,0.640,
global_routing,grtUsageTotal,0.0141,
final_timing,max_freq,0.693,GHz
floorplanning,dieWidth,80,um
route,routed_via_density,1.74,
route,antenna_cells_inserted,0,
setup_path,max_stage_delay,520,ps
global_routing,first_global_vias,128,
place,port_buffers,5,
final_timing,slew_viol_final,0,
setup_path,worstPathMaxFanout,4,
route,final_antenna_net_count,0,
clock_tree,clockRootBuffer,"clkbuf_4",
setup_path,r2r_slack,660,ps
setup_path,crit_family,"buffers and inverters",
synthesis,syn_area,173,um^2
setup_path,crit_arrival,1140,ps
synthesis,synthCells,15,
job,maxCapViolations,0,
final_timing,rsz0062_at_grt,"no",
setup_path,cp-startpoint,"ff0.q",
floorplanning,core,3420,um^2
final_timing,finClkSkew,1.63,ps
floorplanning,die_h,80,um
setup_path,path_cells,"clkdlybuf4s50_1",
final_timing,min_period,1440,ps
setup_path,reg2reg_depth,3,
route,avgRoutedWirePerCell,6.03,um
clock_tree,h-tree-depth,1,
synthesis,ys.warnings.count,1,
synthesis,syn_avg_cell_area,11.5,um^2
setup_path,r2r_end,"ff3.q",
global_routing,antenna_found_initial,0,
final_timing,max_slew_margin,0.898,
synthesis,top_area_frac,0.580,
clock_tree,clock_latency,230,ps
clock_tree,cts_buffers,3,
setup_path,critical_path_required,1200,ps
power,powerDensity,832,nW/um^2
cells_and_area,fin_util,0.0864,
cells_and_area,area_growth,71.0,%
setup_path,endpoint,"q[0]",
global_routing,grt-ovfl-total,0,
final_timing,tns,0,ps
clock_tree,cts_resized,0,
## how the worst min path moves through the flow
stage / from / slack [ps] / end / depth (start not counted)
6_report: reset / 260 / ff2.q / 2
5_1_grt: reset / 260 / ff2.q / 2
4_1_cts: reset / 250 / ff2.q / 2
## registers in the layout, summed over array words and instances (netlist names)
register and flops:
ff0.q 1, ff1.q 1, ff2.q 1, ff3.q 1
## worst register-to-register path, delay by kind of cell (launching register included)
family                    cells  cell delay, ps
and+or+nand+nor               1              80
DFF                           1             390
buffers and inverters         1             130
xor gates and xnor gates      1             130
## report_power, final
group	total, uW	switching [uW]	internal, uW
Clock	132	43.0	89.4
Sequential	109	0	109
Combinational	4.75	2.31	2.45
Total	246	45.3	200
## final cells by class
type / instances / area (um^2)
multi-input cells: 5 / 35.0
well taps: 46 / 57.6
fillers: 406 / 3120
repair buffers: 8 / 72.6
clock buffers: 3 / 22.5
flip-flops and latches: 4 / 100
inverters: 2 / 7.51
## per-layer routing
metal / up-vias / part of all wire
met2: 8 / 0.21
met4: 0 / 0.024
met5: - / 0
met3: 2 / 0.22
li1: 56 / -
met1: 52 / 0.54
## kinds of logic after synthesis
family / share of synthesized area
xor gates and xnor gates: 0.152
buffers and inverters: 0.217
DFF: 0.580
and+or+nand+nor: 0.0507
## per-stage QoR
| stage | power (uW) | std cells | cell area (um^2) | worst slack [ps] | hold WS [ps] |
|---|---|---|---|---|---|
| floorplan | 112 | 15 | 173 | 677 | 66.1 |
| global placement | 114 | 62 | 250 | 287 | 462 |
| detailed placement | 115 | 62 | 250 | 281 | 479 |
| CTS | 253 | 65 | 273 | 17.4 | 250 |
| global route | 264 | 68 | 295 | 5.40 | 262 |
| finish | 246 | 68 | 295 | 56.0 | 256 |
## synth_stat cells, drive strengths merged
master,number
buf,4
dfrtp,4
inv,2
nand2,1
nand3,1
xnor2,2
xor2,1
## layout by cell type, fill, tap and decap left out, drive strengths merged
cell type      n
clkdlybuf4s50  5
dfrtp          4
clkbuf         3
buf            3
xnor2          2
inv            2
nand2          1
nand3          1
xor2           1
## what timing repair did
| action | in CTS | in global routing |
|---|---|---|
| endpoints found under the hold margin | 0 | 0 |
| buffers inserted | 0 | 3 |
| hold buffers | 0 | 0 |
| setup endpoints to repair | 0 | 2 |
Power is estimated from default activity; no workload was simulated.
